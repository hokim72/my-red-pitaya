## design/flow/run.sh

```bash
#!/bin/bash
# OpenROAD 26Q1-2900-gdf79404cd8, Yosys 0.63+post, stock flow scripts
make -C /OpenROAD-flow-scripts/flow DESIGN_CONFIG=/design/flow/config.mk WORK_HOME=/design/flow/orfs finish
```

## design/flow/config.mk

```make
export PLATFORM = sky130hd
export DESIGN_NAME = axis_counter
export DESIGN_NICKNAME = axis_counter
export VERILOG_FILES = /design/flow/design.v
export SDC_FILE = /design/flow/constraint.sdc
export NUM_CORES = 4
export LEC_CHECK = 1
export CORE_UTILIZATION = 40
```

## design/flow/constraint.sdc

```tcl
current_design axis_counter

set clk_period 12.1
set clk_io_pct 0.2

create_clock -name clk0 -period $clk_period [get_ports {aclk}]

set non_clock_inputs [all_inputs -no_clocks]
set_input_delay [expr $clk_period * $clk_io_pct] -clock clk0 $non_clock_inputs
set_output_delay [expr $clk_period * $clk_io_pct] -clock clk0 [all_outputs]
```

## design/flow/design.v

```verilog
`timescale 1 ns / 1 ps
module axis_counter #
(
  parameter integer AXIS_TDATA_WIDTH = 32,
  parameter integer CNTR_WIDTH = 32
)
(
  input  wire                        aclk,
  input  wire                        aresetn,
  input  wire [CNTR_WIDTH-1:0]       cfg_data,
  output wire [AXIS_TDATA_WIDTH-1:0] m_axis_tdata,
  output wire                        m_axis_tvalid
);
  reg [CNTR_WIDTH-1:0] int_cntr_reg, int_cntr_next;
  reg int_enbl_reg, int_enbl_next;
  wire int_comp_wire;
  always @(posedge aclk)
  begin
    if(~aresetn)
    begin
      int_cntr_reg <= {(CNTR_WIDTH){1'b0}};
      int_enbl_reg <= 1'b0;
    end
    else
    begin
      int_cntr_reg <= int_cntr_next;
      int_enbl_reg <= int_enbl_next;
    end
  end
  assign int_comp_wire = int_cntr_reg < cfg_data;
  always @*
  begin
    int_cntr_next = int_cntr_reg;
    int_enbl_next = int_enbl_reg;
    if(~int_enbl_reg & int_comp_wire)
    begin
      int_enbl_next = 1'b1;
    end
    if(int_enbl_reg & int_comp_wire)
    begin
      int_cntr_next = int_cntr_reg + 1'b1;
    end
    if(int_enbl_reg & ~int_comp_wire)
    begin
      int_enbl_next = 1'b0;
    end
  end
  assign m_axis_tdata = {{(AXIS_TDATA_WIDTH-CNTR_WIDTH){1'b0}}, int_cntr_reg};
  assign m_axis_tvalid = int_enbl_reg;
endmodule
```

==> results.md <==
| Group | Result | Value |
|---|---|---|
| synth | Number of register bits inferred by synthesis | 33 |
| worst setup path | Max stage delay on crit path | 0.47 ns |
| final timing | Post-route fraction of the period consumed by the critical path | 0.419 |
| power | Power per unit of standard cell area | 64.8 mW/mm^2 |
| worst hold path | Worst min-delay path category | reg -> reg |
| synth | Post-synth tally of flip-flops with integrated enable | 0 |
| synth | Number of warnings reported in the yosys synthesis log | 1 |
| placement | Instance count after placement with tap cells included | 443 |
| synth | Most used standard cells in the synthesized netlist | 37 x sky130_fd_sc_hd__inv_1, 33 x sky130_fd_sc_hd__dfxtp_1, 32 x sky130_fd_sc_hd__ha_1 |
| worst setup path | Worst EP required | 12.32 ns |
| floorplan | Num ports | 67 |
| synth | Gate Count Post-Synth | 308 |
| final timing | Unrepaired setup endpoints after global routing | false |
| synth | Most used standard cell by instance count after synthesis | sky130_fd_sc_hd__inv_1 |
| worst setup path | Cell-by-cell listing of the critical path | clkdlybuf4s50_1 > inv_1 > ha_1 > a211oi_1 > o21ai_0 > a211oi_1 > o211ai_2 > buf_4 > a21bo_2 > or4_1 > a21oi_1 |
| floorplan | Core utilization at floorplan | 0.423 |
| floorplan | Horizontal extent of the die | 82.1 um |
| synth | Most area-hungry cell type in the Yosys netlist | sky130_fd_sc_hd__dfxtp_1 |
| synth | Most area-consuming cells after synthesis | sky130_fd_sc_hd__dfxtp_1 26%, sky130_fd_sc_hd__ha_1 16%, sky130_fd_sc_hd__xnor2_1 6.8%, sky130_fd_sc_hd__inv_1 5.4%, sky130_fd_sc_hd__nand2_1 4.2% |
| final timing | Shortest period the worst path allows | 5.07 ns |
| detailed routing | Pre-antenna DRT Iters | 4 |
| synth | Ys flop type | sky130_fd_sc_hd__dfxtp_1 |
| final timing | Final setup TNS | 0 ns |
| final timing | Final setup fails | 0 |
| global routing | Wire length of the first global-routing pass | 10.1 mm |
| clock network | Level count of the clock H-tree | 2 |
| worst setup path | CP endpoint kind | register |
| clock network | Buffer cell driving the clock tree root | sky130_fd_sc_hd__clkbuf_8 |
| power | Seq pwr share | 0.504 |
| finish | Final cell count without fillers | 451 |
| final timing | Max-slew violation count | 0 |
| detailed routing | Antenna diodes | 0 |
| clock network | Buffers from clock root to sink, at most | 2 |
| global routing | Pin count of the biggest net entering global routing | 26 |
| finish | Flip-flop count of the largest register, all copies and words added | 32 |
| floorplan | Floorplan die area | 0.00674 mm^2 |
| clock network | Number of resized instances in the post-cts repair step | 0 |
| placement | Routability Congestion | 0.806 |
| detailed routing | Number of nets with antenna violations after detailed routing | 0 |
| power | Internal cell power | 165 uW |
| global routing | Number of global-route vias before repair | 2,160 |
| power | Power consumption | 219 uW |
| worst setup path | Critical Path Slowest Stage Cell | sky130_fd_sc_hd__or4_1 |
| detailed routing | Vias after detailed routing | 2,336 |
| placement | Post-DP HPWL | 4.57 mm |
| global routing | Overall routing resource usage | 0.197 |
| synth | Post-Syn Area per Cell | 8.33 um^2 |
| worst setup path | Maximum fanout along the worst path | 22 |
| floorplan | Vertical extent of the die | 82.1 um |
| synth | Count of unique library cells instantiated by Yosys | 39 |
| floorplan | Core ar. | 0.00606 mm^2 |
| detailed routing | DRC errors left | 0 |
| clock network | Setup fix buffers added after clock tree synthesis | 0 |
| worst setup path | Data arrival time of the worst path | 5.29 ns |
| power | Reported net switching power | 54.1 uW |
| run | Max Cap Viol | 0 |
| detailed routing | Violation count after the first detailed-routing iteration | 50 |
| clock network | Clock-pin slew on the worst setup and hold paths | 0.07 ns |
| worst setup path | WS Path Type | in -> reg |
| worst setup path | Most frequent CP cell | sky130_fd_sc_hd__a211oi_1 |
| power | Fraction of power spent switching nets | 0.246 |
| clock network | Number of buffers added by the clock tree synthesis step | 5 |
| detailed routing | Via density per instance | 5.18 |
| global routing | Initial antenna violation count | 0 |
| synth | Cell Area, Synth | 0.00257 mm^2 |
| placement | Port-buffer cells | 66 |
| finish | Layout-stage area growth over the synthesis result | 31.9% |
| synth | Proportion of netlist area held by the largest area contributor | 0.257 |
| worst setup path | Type of element launching the critical path | input port |
| clock network | CTS tree | done |
| synth | Proportion of register bits with asynchronous set or reset after synthesis | 0 |
| worst setup path | Origin of the worst setup path | cfg_data[2] |
| synth | Share of synthesized area occupied by flip-flops and latches | 0.257 |
| power | Leakage dissipation | 1.36 nW |
| finish | Fraction of final layout cells with drive strength greater than 1 | 0.0824 |
| final timing | Slew Limit Headroom | 0.554 |
| power | Power share of the combinational group | 0.120 |
| worst hold path | Start point of the worst hold path | int_cntr_reg[6]$_SDFFE_PN0P_ |
| floorplan | Placement Rows | 28 |
| clock network | Clock network latency to the later pin of the worst-skew pair | 0.29 ns |
| global routing | Residual overflow from global routing | 0 |
| worst setup path | Worst reg2reg startpoint | int_cntr_reg[2]$_SDFFE_PN0P_ |
| final timing | Slew at the pin closest to its max-slew limit | 0.669 ns |
| clock network | Number of sinks handled by clock tree synthesis | 33 |
| detailed routing | Detailed-route wire length per cell | 13.5 um |
| synth | Post-synthesis chip area from yosys | 0.00257 mm^2 |
| run | Stage-log warning count | 25 |
| clock network | Number of hold-repair buffers added at the cts stage | 0 |
| status | Result of the run | finished, final reports clean |
| final timing | Final Hold Fails | 0 |
| synth | Cell count listed in synth_stat.txt | 308 |
| detailed routing | Detailed-route wire length | 6.07 mm |
| final timing | Max frequency | 197 MHz |
| final timing | Worst Skew | 0.00421 ns |
| power | Worst vdd rail ir drop | 38.4 uV |
| power | Clock network power share | 0.376 |
stage by stage:
step	hold slack (ns)	worst slack [ns]	area (um^2)	utilization
2_1_floorplan	0.460	7.74	2570	-
6_report	0.519	7.03	3380	0.558
3_5_place_dp	0.509	6.71	3300	0.545
4_1_cts	0.520	6.99	3380	0.558
5_1_grt	0.570	6.79	3380	0.558
3_3_place_gp	0.505	6.73	3300	0.545
cell families (layout without fill, tap and decap cells):
kind of cell             after synthesis  after routing  share of synthesized area
AND/OR/NAND/NOR                      113            113                      0.235
AND-OR/OR-AND                         56             56                      0.180
buffers and inverters                 46            114                     0.0726
flip-flops                            33             33                      0.257
adder cells (fa/ha/maj)               32             32                      0.156
XOR/XNOR                              20             20                     0.0683
multiplexers                           8              8                     0.0312
placed cells by master, fill, tap and decap left out, drive strengths merged, types with 3 or more instances in the layout:
cell type      count
clkdlybuf4s50     66
inv               37
dfxtp             33
ha                32
nand2             30
nor2              27
a21oi             21
xnor2             20
nand3             15
nand4             13
a211oi            13
mux2i              8
o21ai              7
nand2b             6
clkbuf             6
a2111oi            6
and4               5
nor4               4
and3               3
or4                3
nor3               3
buf                3
critical path, delay by kind of cell:
kind / cells / cell delay [ns]
compound gates: 6 / 1.37
fa+ha+maj: 1 / 0.30
simple gates: 1 / 0.47
buf+inv: 3 / 0.73
routing by layer:
metal  vias up  global-route usage  routed length, um  share of wire
met5         -                   0                  0              0
met2        43               0.332               2790           0.46
li1       1223                   -                  -              -
met1      1062               0.280               2980           0.49
met4         0              0.0158                 55         0.0091
met3         8              0.0268                245          0.040
layout make-up:
class | instances | area [um^2]
tap | 75 | 93.8
inverter | 37 | 139
timing repair buffer | 69 | 683
clock inverter | 2 | 10.0
clock buffer | 6 | 72.6
multi-input combinational | 229 | 1730
fill | 566 | 2680
sequential | 33 | 661
power by group through the flow:
stage	clock [mW]	sequential, mW	combinational [mW]
6_report	0.0824	0.111	0.0263
5_1_grt	0.0909	0.111	0.0300
4_1_cts	0.0845	0.111	0.0267
worst paths after layout:
check                                       to  depth (start not counted)  slack (ns)
hold / removal    int_cntr_reg[6]$_SDFFE_PN0P_                          2        0.52
setup / recovery  int_cntr_reg[8]$_SDFFE_PN0P_                         11        7.03
hold reg to reg   int_cntr_reg[6]$_SDFFE_PN0P_                          2        0.52
setup reg to reg  int_cntr_reg[8]$_SDFFE_PN0P_                          9        9.24
No activity file was given, so power comes from the tool's default toggle rates.
