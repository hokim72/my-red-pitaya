File: run.sh
#!/bin/bash
# OpenROAD 26Q1-2900-gdf79404cd8, Yosys 0.63+post, stock flow scripts
make -C /OpenROAD-flow-scripts/flow DESIGN_CONFIG=/design/flow/config.mk WORK_HOME=/design/flow/orfs finish
File: design.v
`timescale 1 ns / 1 ps
module axi_sts_register #
(
  parameter integer STS_DATA_WIDTH = 1024,
  parameter integer AXI_DATA_WIDTH = 32,
  parameter integer AXI_ADDR_WIDTH = 32
)
(
  input  wire                      aclk,
  input  wire                      aresetn,
  input  wire [STS_DATA_WIDTH-1:0] sts_data,
  input  wire [AXI_ADDR_WIDTH-1:0] s_axi_araddr,   
  input  wire                      s_axi_arvalid,  
  output wire                      s_axi_arready,  
  output wire [AXI_DATA_WIDTH-1:0] s_axi_rdata,    
  output wire [1:0]                s_axi_rresp,    
  output wire                      s_axi_rvalid,   
  input  wire                      s_axi_rready    
);
  function integer clogb2 (input integer value);
    for(clogb2 = 0; value > 0; clogb2 = clogb2 + 1) value = value >> 1;
  endfunction
  localparam integer ADDR_LSB = clogb2(AXI_DATA_WIDTH/8 - 1);
  localparam integer STS_SIZE = STS_DATA_WIDTH/AXI_DATA_WIDTH;
  localparam integer STS_WIDTH = STS_SIZE > 1 ? clogb2(STS_SIZE-1) : 1;
  reg int_rvalid_reg, int_rvalid_next;
  reg [AXI_DATA_WIDTH-1:0] int_rdata_reg, int_rdata_next;
  wire [AXI_DATA_WIDTH-1:0] int_data_mux [STS_SIZE-1:0];
  genvar j, k;
  generate
    for(j = 0; j < STS_SIZE; j = j + 1)
    begin : WORDS
      assign int_data_mux[j] = sts_data[j*AXI_DATA_WIDTH+AXI_DATA_WIDTH-1:j*AXI_DATA_WIDTH];
    end
  endgenerate
  always @(posedge aclk)
  begin
    if(~aresetn)
    begin
      int_rvalid_reg <= 1'b0;
      int_rdata_reg <= {(AXI_DATA_WIDTH){1'b0}};
    end
    else
    begin
      int_rvalid_reg <= int_rvalid_next;
      int_rdata_reg <= int_rdata_next;
    end
  end
  always @*
  begin
    int_rvalid_next = int_rvalid_reg;
    int_rdata_next = int_rdata_reg;
    if(s_axi_arvalid)
    begin
      int_rvalid_next = 1'b1;
      int_rdata_next = int_data_mux[s_axi_araddr[ADDR_LSB+STS_WIDTH-1:ADDR_LSB]];
    end
    if(s_axi_rready & int_rvalid_reg)
    begin
      int_rvalid_next = 1'b0;
    end
  end
  assign s_axi_rresp = 2'd0;
  assign s_axi_arready = 1'b1;
  assign s_axi_rdata = int_rdata_reg;
  assign s_axi_rvalid = int_rvalid_reg;
endmodule
File: config.mk
export PLATFORM = sky130hd
export DESIGN_NAME = axi_sts_register
export DESIGN_NICKNAME = axi_sts_register
export VERILOG_FILES = /design/flow/design.v
export SDC_FILE = /design/flow/constraint.sdc
export NUM_CORES = 4
export LEC_CHECK = 1
export CORE_AREA = 10 10 421 421
export DIE_AREA = 0 0 431 431
File: constraint.sdc
current_design axi_sts_register

set clk_period 7.2
set clk_io_pct 0.2

create_clock -name clk0 -period $clk_period [get_ports {aclk}]

set non_clock_inputs [all_inputs -no_clocks]
set_input_delay [expr $clk_period * $clk_io_pct] -clock clk0 $non_clock_inputs
set_output_delay [expr $clk_period * $clk_io_pct] -clock clk0 [all_outputs]
==> results.cfg <==
; physical design summary
[synth]
synthMostInstantiatedCell = sky130_fd_sc_hd__a22oi_1
ys_seq_share = 0.0710
synth-cells-yosys = 1294
yosysChipArea_um2 = 9300
yosysWarnings = 1
asyncSetResetFlopFracSynth = 0
count_of_library_flops_with_an_enable_pin = 0
yosys.cell_types.count = 63
ys_dominant_reg_cell = sky130_fd_sc_hd__dfxtp_1
synth-seq-cells = 33
top_cells_by_count = 174 x sky130_fd_sc_hd__a22oi_1, 146 x sky130_fd_sc_hd__mux2i_1, 114 x sky130_fd_sc_hd__nor2_1
synth.avg_cell_area_um2 = 7.19
syn-cell-area_um2 = 9300
yosysTopAreaCellShare = 0.157
area_leaders = sky130_fd_sc_hd__mux2i_1 16%, sky130_fd_sc_hd__a22oi_1 14%, sky130_fd_sc_hd__dfxtp_1 7.1%
syn-instance-count = 1294
cell_type_with_the_largest_total_area = sky130_fd_sc_hd__mux2i_1

[grt]
grt_max_degree = 51
grt_ovf = 0
grt_antenna_before_repair = 208
global_route_wire_length_before_repair_um = 238000
via_count_of_the_first_global_routing_pass = 17600
global_route.usage.total = 0.207

[die]
die_width_um = 431
core_area_um2 = 168000
fp_util = 0.0555
chip_area_um2 = 186000
io_pins = 1096
rows = 150
chipHeight_um = 431

[cts]
cts_buffer_depth = 2
cts.htree.levels = 2
numClockSinks = 33
cell_at_the_root_of_the_clock_tree = sky130_fd_sc_hd__clkbuf_16
cts_tree = built
cts.hold.buffers_added = 0
insertion_delay_ps = 360
cts_repair_resize_count = 0
cts_buffers = 5
clk_transition_reported_paths_ps = 110
post-cts-setup-buffer-count = 0

[run_status]
status = completed

[detailed_routing]
number_of_drc_markers_after_the_initial_detailed_route_iteration = 1766
total_wire_length_after_detailed_routing_um = 199000
route.met2.wl_um = 100000
route.detailed.wl_per_inst_um = 43.9
detailroute.wirelength.met3_um = 18500
wl_met1_um = 73900
via_count = 18000
route.detailed.vias_per_inst = 3.95
route.antenna.remaining_nets = 0
drt_drc_violations_left = 0
highest_layer = met5
drt_first_pass_iters = 6

[worst_hold_path]
holdCritPathClass = flip-flop to flip-flop
timing.hold.worst_path_depth = 2

[run]
stage_log_warnings = 52
maxCapViolations = 0

[worst_setup_path]
critical_path.startpoint_type = input pin
worst-setup-path-type = input pin to flip-flop
crit_path_max_fanout = 27
reg2regPathDepth = 5
timing.critical_path.arrival_ps = 5170
crit_path_end_kind = flip-flop
critical_path_required_ps = 7450

[power]
total_power_mw = 1.80
ir_drop_uv = 85.5
cellLeakagePower_nw = 7.52
power_per_cell_area_nw_per_um2 = 78.7

[final_timing]
final_period_minus_worst_setup_slack_ps = 4920
final-hold-violation-count = 0
max-slew-margin-rel = 0.110
finalSetupViolCount = 0
fin_setup_tns_ps = 0
rsz0062_at_grt = false
achievable-frequency_mhz = 203
finalCritPeriodShare = 0.684
slew_violations = 0
skew_ps = 0
tightestPinTransition_ps = 1330
final.hold.worst_slack_ps = 460

[finish]
layout-area-overhead-vs-synth_pct = 146
drive_above_1_share = 0.0641
largest_register_ff_count = 32

[placed_design]
port_buffers = 1065
dp.final_hpwl_um = 177000
gpl.final_weighted_congestion = 0.994
## cell families (layout without fill, tap and decap cells)
family,count (synthesis),in the layout,share of synthesized area
other,2,45,0.000808
AND/OR/NAND/NOR,335,335,0.177
flip-flops,33,33,0.0710
multiplexers,161,161,0.178
buffers and inverters,157,1157,0.0891
AND-OR/OR-AND,606,606,0.485
## worst paths after layout
check                    start           endpoint  slack [ps]
min          int_rdata_reg[20]  int_rdata_reg[20]         460
max reg2reg  int_rdata_reg[24]  int_rdata_reg[24]        4920
min reg2reg  int_rdata_reg[20]  int_rdata_reg[20]         460
max            s_axi_araddr[5]  int_rdata_reg[29]        2280
## through the flow
| step | cells | setup WS [ps] | instance area [µm²] | utilization |
|---|---|---|---|---|
| after CTS | 4499 | 2230 | 22800 | 0.136 |
| final | 4541 | 2280 | 22900 | 0.137 |
| after detailed placement | 4491 | 1810 | 22600 | 0.135 |
| after global placement | 4491 | 1930 | 22600 | 0.135 |
| after global routing | 4521 | 2250 | 22800 | 0.136 |
| after floorplan | 1295 | 4110 | 9300 | - |
## area by class of cell
| cell class | count | area (µm²) |
|---|---|---|
| clock inverters | 2 | 10.0 |
| clock buffers | 6 | 129 |
| fillers | 19100 | 145000 |
| inverters | 5 | 18.8 |
| well taps | 2204 | 2760 |
| multi-input cells | 1105 | 7940 |
| flip-flops and latches | 33 | 661 |
| diodes | 42 | 105 |
| repair buffers | 1144 | 11300 |
## report_power, final
part           internal (mW)  switching [mW]  leakage, nW  total (mW)
logic                  0.700           0.587         7.18        1.29
registers              0.199          0.0141        0.271       0.213
clock network          0.130           0.172       0.0709       0.302
total                   1.03           0.772         7.52        1.80
## per-layer routing
layer  vias up  GRT usage
met3       342     0.0686
met4       108     0.0538
met1      8884      0.239
met2      1351      0.363
li1       7270          -
met5         -          0
## worst max-delay path, cell delays in order
cell and delay, ps:
sky130_fd_sc_hd__buf_6 280, sky130_fd_sc_hd__buf_4 460, sky130_fd_sc_hd__nor2_4 140, sky130_fd_sc_hd__buf_4 330, sky130_fd_sc_hd__nand2_2 550, sky130_fd_sc_hd__buf_4 460, sky130_fd_sc_hd__o22ai_1 150, sky130_fd_sc_hd__a2111oi_0 820
sky130_fd_sc_hd__o2111a_1 320, sky130_fd_sc_hd__a32oi_1 100
## cell usage in the layout (no fill, tap or decap), types with 17 or more instances in the layout
master	count
sky130_fd_sc_hd__nand3_1	17
sky130_fd_sc_hd__o2111a_1	24
sky130_fd_sc_hd__a2111oi_1	23
sky130_fd_sc_hd__o21ai_0	79
sky130_fd_sc_hd__and3_1	23
sky130_fd_sc_hd__buf_4	78
sky130_fd_sc_hd__diode_2	42
sky130_fd_sc_hd__o22ai_1	51
sky130_fd_sc_hd__a22oi_1	174
sky130_fd_sc_hd__nor2b_1	28
sky130_fd_sc_hd__clkdlybuf4s50_1	1061
sky130_fd_sc_hd__dfxtp_1	33
sky130_fd_sc_hd__a2111oi_0	31
sky130_fd_sc_hd__a2bb2oi_1	23
sky130_fd_sc_hd__mux2i_1	146
sky130_fd_sc_hd__nor2_1	108
sky130_fd_sc_hd__a21oi_1	62
sky130_fd_sc_hd__nand2_1	77
sky130_fd_sc_hd__a22o_1	54
sky130_fd_sc_hd__a32oi_1	29
Power figures rest on the tool's default switching activity, not on a simulated workload.
