==> design/flow/design.v <==
`timescale 1 ns / 1 ps
module axis_packetizer #
(
  parameter integer AXIS_TDATA_WIDTH = 32,
  parameter integer CNTR_WIDTH = 32,
  parameter         CONTINUOUS = "FALSE"
)
(
  input  wire                        aclk,
  input  wire                        aresetn,
  input  wire [CNTR_WIDTH-1:0]       cfg_data,
  output wire                        s_axis_tready,
  input  wire [AXIS_TDATA_WIDTH-1:0] s_axis_tdata,
  input  wire                        s_axis_tvalid,
  input  wire                        m_axis_tready,
  output wire [AXIS_TDATA_WIDTH-1:0] m_axis_tdata,
  output wire                        m_axis_tvalid,
  output wire                        m_axis_tlast
);
  reg [CNTR_WIDTH-1:0] int_cntr_reg, int_cntr_next;
  reg int_enbl_reg, int_enbl_next;
  wire int_comp_wire, int_tvalid_wire, int_tlast_wire;
  always @(posedge aclk)
  begin
    if(~aresetn)
    begin
      int_cntr_reg <= {(CNTR_WIDTH){1'b0}};
      int_enbl_reg <= 1'b0;
    end
    else
    begin
      int_cntr_reg <= int_cntr_next;
      int_enbl_reg <= int_enbl_next;
    end
  end
  assign int_comp_wire = int_cntr_reg < cfg_data;
  assign int_tvalid_wire = int_enbl_reg & s_axis_tvalid;
  assign int_tlast_wire = ~int_comp_wire;
  generate
    if(CONTINUOUS == "TRUE")
    begin 
      always @*
      begin
        int_cntr_next = int_cntr_reg;
        int_enbl_next = int_enbl_reg;
        if(~int_enbl_reg & int_comp_wire)
        begin
          int_enbl_next = 1'b1;
        end
        if(m_axis_tready & int_tvalid_wire & int_comp_wire)
        begin
          int_cntr_next = int_cntr_reg + 1'b1;
        end
        if(m_axis_tready & int_tvalid_wire & int_tlast_wire)
        begin
          int_cntr_next = {(CNTR_WIDTH){1'b0}};
        end
      end
    end
    else
    begin : STOP
      always @*
      begin
        int_cntr_next = int_cntr_reg;
        int_enbl_next = int_enbl_reg;
        if(~int_enbl_reg & int_comp_wire)
        begin
          int_enbl_next = 1'b1;
        end
        if(m_axis_tready & int_tvalid_wire & int_comp_wire)
        begin
          int_cntr_next = int_cntr_reg + 1'b1;
        end
        if(m_axis_tready & int_tvalid_wire & int_tlast_wire)
        begin
          int_enbl_next = 1'b0;
        end
      end
    end
  endgenerate
  assign s_axis_tready = int_enbl_reg & m_axis_tready;
  assign m_axis_tdata = s_axis_tdata;
  assign m_axis_tvalid = int_tvalid_wire;
  assign m_axis_tlast = int_enbl_reg & int_tlast_wire;
endmodule
==> design/flow/run.sh <==
#!/bin/bash
# OpenROAD 26Q1-2900-gdf79404cd8, Yosys 0.63+post, stock flow scripts
make -C /OpenROAD-flow-scripts/flow DESIGN_CONFIG=/design/flow/config.mk WORK_HOME=/design/flow/orfs finish
==> design/flow/config.mk <==
export PLATFORM = sky130hd
export DESIGN_NAME = axis_packetizer
export DESIGN_NICKNAME = axis_packetizer
export VERILOG_FILES = /design/flow/design.v
export SDC_FILE = /design/flow/constraint.sdc
export NUM_CORES = 4
export LEC_CHECK = 1
export CORE_UTILIZATION = 50
==> design/flow/constraint.sdc <==
current_design axis_packetizer

set clk_period 6.8
set clk_io_pct 0.2

create_clock -name clk0 -period $clk_period [get_ports {aclk}]

set non_clock_inputs [all_inputs -no_clocks]
set_input_delay [expr $clk_period * $clk_io_pct] -clock clk0 $non_clock_inputs
set_output_delay [expr $clk_period * $clk_io_pct] -clock clk0 [all_outputs]
==> reports/metrics.cfg <==
[status]
run_status=complete, no violations

[timing]
drv_slew=0
finalSetupViolations=0
max-slew-margin-rel_pct=60.9
setup_ws_ns=1.60
rsz0062_at_grt=false
fin_crit_ns=5.20
finalHoldWorstSlack_ns=0.499
finalCritPeriodShare_pct=76.5
tns_ns=0
max_freq_mhz=192
worst_pin_slew_ns=0.583
clock_skew_ns=0.00245
finalHoldViolations=0

[clock_network]
holdBufCountCts=0
ctsHtreeMaxLevel=2
cts.path.max_buffers=2
cts_root_buf=clkbuf_8
clkLatencyLatePin_ns=0.27
clkSinkCount=33
clk_pin_slew_ns=0.06
cts_setup_buffers=0
cts_tree=yes
cts_made_buffers=5
cts.repair.resized=0

[power_and_ir_drop]
p_switching_mw=0.0847
switching_share_pct=21.9
clkPwrFrac_pct=38.1
p_seq_share_pct=50.4
power_density_nw_per_um2=123
vdd_drop_max_uv=89.7
p_int_mw=0.301
combPwrFrac_pct=11.5
p_leak_nw=1.22

[worst_hold_path]
holdCritPathClass=reg2reg
holdCritStartpoint=int_cntr_reg[3]$_SDFFE_PN0P_

[final_layout]
final_cell_area_um2=3130
register_area_um2=661
fillers=533
syn2layout_area_growth_pct=10.4
logic_area_um2=1740
largest_reg_flops=32
post_route_cells_drive_above_1_share_pct=3.58

[die]
die_area_um2=5980
core_um2=5470
fp_util_pct=51.9
row_count=27
die_y_um=77.3
pin_count=103
die_w_um=77.3

[synthesis]
area_leaders=dfxtp_1, ha_1, buf_4, a21oi_1, inv_1
synth-seq-area-share_pct=23.3
top_area_cell=dfxtp_1
ys_async_sr_fraction_pct=0
syn_area_um2=2840
top_area_share_pct=23.3
ys_area_um2=2840
ys_warn_count=1
common_cells=inv_1, dfxtp_1, buf_4, ha_1, a21oi_1
yosysMostFrequentCell=inv_1
ys_cells=359
dominantRegCellSynth=dfxtp_1
edf_count=0
ys_types=40
syn_inst=359
syn-mean-instance-area_um2=7.90
synth-seq-cells=33

[grt]
grt_pass1_wl_um=10200
overflow=0
grt_max_degree=53
grt_pass1_vias=2207
grt.total_usage_pct=21.1
antenna_found_initial=0

[route]
dr_total_vias=2494
wirelength_um=5880
diodes=0
drt_iter0_drc=103
wl_per_cell_um=13.5
ant_nets=0
drt-vias-per-instance=5.73
firstDrtPassIters=4
drc_errors=0

[placement]
dp_slack_ns=1.63
dp_hpwl_um=4380
place_area_um2=3050
port_buffers=38
place_congestion=0.824

[job]
warnings=26
max_cap_viol_count=0

[worst_setup_path]
crit_path_cell_trace=clkdlybuf4s50_1, inv_1, ha_1, a21oi_1, o21ai_0, a221oi_1, o211ai_1, buf_4, nor2_1, nor2b_1, clkdlybuf4s50_1
cp-startpoint=cfg_data[17]
r2r-start=int_cntr_reg[5]$_SDFFE_PN0P_
path_max_fanout=17
required_ns=5.44
critPathMaxStageDelay_ns=0.48
endpoint_kind=output port
cp_top_family=buffers and inverters
critPathBufInv=4
critical_path_class=in2out
cp-start-kind=input pin
critPathArrivalTime_ns=3.84
cp_slowest_cell=a221oi_1
cpMostUsedCell=clkdlybuf4s50_1

## metal layers
layer / part of all wire, % / GRT usage (%)
met3: 3.9 / 2.75
met5: 0 / 0
met4: 1.3 / 4.15
met1: 51 / 31.1
met2: 44 / 33.5
## power groups by stage
stage,clock network (mW),registers (mW),logic (mW)
after global routing,0.160,0.195,0.0501
final,0.147,0.195,0.0443
after CTS,0.154,0.195,0.0451
## worst min-delay path: cells and delay by family (launching register included)
kind	cells	cell delay, ns
flip-flops	1	0.33
AND/OR/NAND/NOR	1	0.06
multiplexers	1	0.05
## layout make-up
cell class | instances | share of cell area [%]
Inverter | 37 | 4.43
Clock buffer | 7 | 2.76
Sequential cell | 33 | 21.1
Timing Repair Buffer | 43 | 13.3
Multi-Input combinational cell | 243 | 55.5
Tap cell | 72 | 2.88
## through the flow
stage,utilization [%],instances,power (mW)
5_1_grt,57.2,435,0.405
3_3_place_gp,55.7,428,0.243
6_report,57.2,435,0.386
2_1_floorplan,-,359,0.229
4_1_cts,57.2,435,0.394
3_5_place_dp,55.7,428,0.244
## path summary, 6_finish.rpt
| path | to | slack [ns] | cells after the start |
|---|---|---|---|
| max | m_axis_tlast | 1.60 | 11 |
| min | int_cntr_reg[3]$_SDFFE_PN0P_ | 0.50 | 2 |
| max reg2reg | int_cntr_reg[2]$_SDFFE_PN0P_ | 4.17 | 8 |
| min reg2reg | int_cntr_reg[3]$_SDFFE_PN0P_ | 0.50 | 2 |
## cells in the final DEF, fill, tap and decap left out, drive strengths merged, types with 15 or more instances in the layout
| master | instances |
|---|---|
| a21oi | 29 |
| clkdlybuf4s50 | 38 |
| dfxtp | 33 |
| ha | 32 |
| inv | 36 |
| nand2 | 26 |
| nand3 | 17 |
| nand4 | 15 |
| o31ai | 18 |
| or4 | 18 |
## cells by family after synthesis
kind of cell    after synthesis  share of synthesized area [%]
simple gates                131                           26.9
buf+inv                      83                           15.7
compound gates               69                           16.1
flops                        33                           23.3
fa+ha+maj                    32                           14.1
mux                          11                           3.88
Power figures rest on the tool's default switching activity, not on a simulated workload.
